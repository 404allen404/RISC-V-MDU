==> design.v <==
module divider (
  input logic clk,
  input logic rst,
  input logic [31:0] divisor,
  input logic [31:0] dividend,
  input logic div_in_valid,
  input logic [1:0] div_type,
  input logic cpu_busy,
  output logic [31:0] div_out,
  output logic div_out_valid,
  output logic div_busy,
  output logic exception
);
  enum bit [2:0] {DIV_WAIT_VALID, DIV_DETECT_EXCEPTION, DIV_CONVERT_SIGN, DIV_COMPUTE, DIV_ADJUST, DIV_DONE} div_state;
  logic [31:0] divisor_r;
  logic [63:0] div_result;
  logic [4:0] cnt;
  logic divisor_sign;
  logic dividend_sign;
  logic [1:0] div_type_r;
  logic exception_w;
  logic exception_cond_1; 
  logic exception_cond_2;
  logic [31:0] alu_in_1;
  logic [31:0] alu_in_2;
  logic [31:0] alu_out;
  logic [63:0] div_result_1;
  logic [63:0] div_result_2;
  assign div_out_valid = (div_state == DIV_DONE);
  assign div_busy = (div_state != DIV_WAIT_VALID);
  assign div_out = !div_type_r[1] ? div_result[31:0] : div_result[63:32];
  assign exception_cond_1 = (divisor_r == 32'd0);
  assign exception_cond_2 = (!div_type_r[0] && div_result[31:0] == 32'h80000000 && divisor_r == 32'hffffffff);
  assign exception_w = (exception_cond_1 || exception_cond_2);
  assign div_result_1 = div_result << 1;
  assign div_result_2 = {alu_out[30:0], div_result[31:0], 1'b1};
  always_ff @(posedge clk or posedge rst) begin
    if (rst) begin
      div_type_r <= 2'd0;
    end
    else if (div_state == DIV_WAIT_VALID && div_in_valid) begin
      div_type_r <= div_type;
    end
  end
  always_ff @(posedge clk or posedge rst) begin 
    if (rst) begin
      div_state <= DIV_WAIT_VALID;
    end
    else begin
      case (div_state)
        DIV_WAIT_VALID:       div_state <= div_in_valid ? DIV_DETECT_EXCEPTION : DIV_WAIT_VALID;
        DIV_DETECT_EXCEPTION: div_state <= exception_w ? DIV_DONE : DIV_CONVERT_SIGN;
        DIV_CONVERT_SIGN:     div_state <= DIV_COMPUTE;
        DIV_COMPUTE:          div_state <= (cnt == 5'd31) ? DIV_ADJUST : DIV_COMPUTE;
        DIV_ADJUST:           div_state <= DIV_DONE;
        DIV_DONE:             div_state <= cpu_busy ? DIV_DONE : DIV_WAIT_VALID;
      endcase
    end
  end
  always_ff @(posedge clk or posedge rst) begin
    if (rst) begin
      divisor_r <= 32'd0;
      divisor_sign <= 1'b0;
    end
    else if (div_state == DIV_WAIT_VALID && div_in_valid) begin
      divisor_r <= divisor;
      divisor_sign <= 1'b0;
    end
    else if (div_state == DIV_CONVERT_SIGN && !div_type_r[0] && divisor[31]) begin
      divisor_r <= ~divisor_r + 32'd1;
      divisor_sign <= 1'b1;
    end
  end
  always_ff @(posedge clk or posedge rst) begin
    if (rst) begin
      dividend_sign <= 1'b0;
    end
    else if (div_state == DIV_WAIT_VALID && div_in_valid) begin
      dividend_sign <= 1'b0;
    end
    else if (div_state == DIV_CONVERT_SIGN && !div_type_r[0] && div_result[31]) begin
      dividend_sign <= 1'b1;
    end
  end
  always_ff @(posedge clk or posedge rst) begin
    if (rst) begin
      div_result <= 64'd0;
    end
    else if (div_state == DIV_WAIT_VALID && div_in_valid) begin
      div_result <= {32'd0, dividend};
    end
    else if (div_state == DIV_DETECT_EXCEPTION) begin
      if (exception_cond_1) begin
        div_result <= {div_result[31:0], 32'hffffffff};
      end
      else if (exception_cond_2) begin
        div_result <= {32'd0, div_result[31:0]};
      end
    end
    else if (div_state == DIV_CONVERT_SIGN) begin
      if (!div_type_r[0] && div_result[31]) begin
        div_result <= {31'd0, ~div_result[31:0] + 32'd1, 1'b0};
      end
      else begin
        div_result <= div_result << 1;
      end
    end
    else if (div_state == DIV_COMPUTE) begin
      if (alu_out[31]) begin
        div_result <= (cnt == 5'd31) ? {1'b0, div_result_1[63:33], div_result_1[31:0]} : div_result_1;
      end
      else begin
        div_result <= (cnt == 5'd31) ? {1'b0, div_result_2[63:33], div_result_2[31:0]} : div_result_2;
      end
    end
    else if (div_state == DIV_ADJUST && !div_type_r[0]) begin
        case ({dividend_sign, divisor_sign})
          2'b01: div_result <= {div_result[63:32], ~div_result[31:0] + 32'd1};
          2'b10: div_result <= {~div_result[63:32] + 32'd1, ~div_result[31:0] + 32'd1};
          2'b11: div_result <= {~div_result[63:32] + 32'd1, div_result[31:0]};
        endcase
    end
  end
  always_ff @(posedge clk or posedge rst) begin
    if (rst) begin
      exception <= 1'b0;
    end
    else if (div_state == DIV_DETECT_EXCEPTION) begin
      exception <= exception_w;
    end
    else if (div_state == DIV_DONE && !cpu_busy) begin
      exception <= 1'b0;
    end
  end
  always_ff @(posedge clk or posedge rst) begin
    if (rst) begin
      cnt <= 5'd0;
    end
    else if (div_state == DIV_COMPUTE) begin
      cnt <= cnt + 5'd1;
    end
    else if (div_state == DIV_DONE && !cpu_busy) begin
      cnt <= 5'd0;
    end
  end
  assign alu_in_1 = div_result[63:32];
  assign alu_in_2 = divisor_r;
  assign alu_out = (alu_in_1 - alu_in_2);
endmodule
module mdu_top(
  input logic clk,
  input logic rst,
  input logic mdu_in_valid,
  input logic [2:0] funct3,
  input logic [31:0] mdu_in_1,  
  input logic [31:0] mdu_in_2,  
  input logic cpu_busy,
  output logic [31:0] mdu_out,
  output logic mdu_out_valid,
  output logic mdu_busy,
  output logic exception
);
  logic funct3_2_r;
  logic mul_in_valid;
  logic [31:0] mul_out;
  logic mul_out_valid;
  logic mul_busy;
  logic div_in_valid;
  logic [31:0] div_out;
  logic div_out_valid;
  logic div_busy;
  assign mdu_busy = mul_busy || div_busy;
  assign mdu_out_valid = mul_out_valid || div_out_valid;
  assign mdu_out = funct3_2_r ? div_out : mul_out;
  assign mul_in_valid = mdu_in_valid && ~funct3[2];
  assign div_in_valid = mdu_in_valid && funct3[2];
  always_ff @(posedge clk or posedge rst) begin
    if (rst) begin
      funct3_2_r <= 1'b0;
    end
    else if (mdu_in_valid) begin
      funct3_2_r <= funct3[2];
    end
  end
  radix_4_mul radix_4_mul_0 (
    .clk(clk),
    .rst(rst),
    .multiplier(mdu_in_2),
    .multiplicand(mdu_in_1),
    .mul_in_valid(mul_in_valid),
    .mul_type(funct3[1:0]),
    .cpu_busy(cpu_busy),
    .mul_out(mul_out),
    .mul_out_valid(mul_out_valid),
    .mul_busy(mul_busy)
  );
  divider divider_0 (
    .clk(clk),
    .rst(rst),
    .divisor(mdu_in_2),
    .dividend(mdu_in_1),
    .div_in_valid(div_in_valid),
    .div_type(funct3[1:0]),
    .cpu_busy(cpu_busy),
    .div_out(div_out),
    .div_out_valid(div_out_valid),
    .div_busy(div_busy),
    .exception(exception)
  );
endmodule
module radix_4_mul (
  input logic clk,
  input logic rst,
  input logic mul_in_valid,
  input logic [1:0] mul_type,
  input logic [31:0] multiplier,
  input logic [31:0] multiplicand,
  input logic cpu_busy,
  output logic [31:0] mul_out,
  output logic mul_out_valid,
  output logic mul_busy
);
  enum bit [1:0] {MUL_WAIT_VALID, MUL_PRE_COMPUTE, MUL_COMPUTE, MUL_DONE} mul_state;
  logic [34:0] neg_1_multiplicand_w;
  logic [5:0]  cnt;
  logic [34:0] op_vector;
  logic [33:0] real_multiplier;
  logic [33:0] real_multiplicand;
  logic [67:0] neg_1_multiplicand;
  logic [67:0] pos_1_multiplicand;
  logic [67:0] product;
  logic [1:0] mul_type_r;
  assign mul_busy = (mul_state != MUL_WAIT_VALID);
  assign mul_out_valid = (mul_state == MUL_DONE);
  assign mul_out = !mul_type_r ? product[31:0] : product[63:32];
  always_ff @(posedge clk or posedge rst) begin
    if (rst) begin
      mul_type_r <= 2'd0;
    end
    else if (mul_state == MUL_WAIT_VALID && mul_in_valid) begin
      mul_type_r <= mul_type;
    end
  end
  always_ff @(posedge clk or posedge rst) begin
    if (rst) begin
      mul_state <= MUL_WAIT_VALID;
    end
    else begin
      case (mul_state)
        MUL_WAIT_VALID:  mul_state <= mul_in_valid ? MUL_PRE_COMPUTE : MUL_WAIT_VALID;
        MUL_PRE_COMPUTE: mul_state <= MUL_COMPUTE;
        MUL_COMPUTE:     mul_state <= (cnt == 5'd16) ? MUL_DONE : MUL_COMPUTE;
        MUL_DONE:        mul_state <= cpu_busy ? MUL_DONE : MUL_WAIT_VALID;
      endcase
    end
  end
  assign neg_1_multiplicand_w = ~{real_multiplicand[33], real_multiplicand} + 35'd1;
  always_ff @(posedge clk or posedge rst) begin
    if (rst) begin
      neg_1_multiplicand <= 68'd0;
      pos_1_multiplicand <= 68'd0;
      op_vector <= 35'd0;
      product <= 68'd0;
      cnt <= 6'd0;
    end
    else if (mul_state == MUL_PRE_COMPUTE) begin
      neg_1_multiplicand <= {{33{neg_1_multiplicand_w[34]}}, neg_1_multiplicand_w};
      pos_1_multiplicand <= {{34{real_multiplicand[33]}}, real_multiplicand};
      op_vector <= {real_multiplier, 1'b0};
      product <= 68'd0;
      cnt <= 6'd0;
    end
    else if (mul_state == MUL_COMPUTE) begin
      cnt <= cnt + 6'd1;
      op_vector <= op_vector >> 2;
      case (op_vector[2:0])
        3'b010, 3'b001: product <= product + ((pos_1_multiplicand) << (cnt << 1));
        3'b110, 3'b101: product <= product + ((neg_1_multiplicand) << (cnt << 1));
        3'b111, 3'b000: product <= product;
        3'b011:         product <= product + ((pos_1_multiplicand << 1) << (cnt << 1));
        3'b100:         product <= product + ((neg_1_multiplicand << 1) << (cnt << 1));
      endcase
    end
  end
  always_ff @(posedge clk or posedge rst) begin
    if (rst) begin
      real_multiplier <= 34'd0;
    end
    else if(mul_state == MUL_WAIT_VALID && mul_in_valid) begin
      if (mul_type[1]) begin
        real_multiplier <= {2'd0, multiplier};
      end
      else begin
        real_multiplier <= {{2{multiplier[31]}}, multiplier};
      end
    end
  end
  always_ff @(posedge clk or posedge rst) begin
    if (rst) begin
      real_multiplicand <= 34'd0;
    end
    else if (mul_state == MUL_WAIT_VALID && mul_in_valid) begin
      if (mul_type == 2'b11) begin
        real_multiplicand <= {2'd0, multiplicand};
      end
      else begin
        real_multiplicand <= {{2{multiplicand[31]}}, multiplicand};
      end
    end
  end
endmodule
==> run.sh <==
#!/bin/bash
# OpenROAD 26Q1-2900-gdf79404cd8, Yosys 0.63+post, stock flow scripts
make -C /OpenROAD-flow-scripts/flow DESIGN_CONFIG=/design/flow/config.mk WORK_HOME=/design/flow/orfs finish
==> config.mk <==
export PLATFORM = sky130hd
export DESIGN_NAME = mdu_top
export DESIGN_NICKNAME = mdu_top
export VERILOG_FILES = /design/flow/design.v
export SDC_FILE = /design/flow/constraint.sdc
export NUM_CORES = 4
export LEC_CHECK = 1
export CORE_UTILIZATION = 40
==> constraint.sdc <==
current_design mdu_top

set clk_period 17.8
set clk_io_pct 0.2

create_clock -name clk0 -period $clk_period [get_ports {clk}]

set non_clock_inputs [all_inputs -no_clocks]
set_input_delay [expr $clk_period * $clk_io_pct] -clock clk0 $non_clock_inputs
set_output_delay [expr $clk_period * $clk_io_pct] -clock clk0 [all_outputs]
==> results.txt <==
Notes on the physical implementation.

- The run finished with clean final reports.
- Per the detail_route report, inserted antenna diodes total 0.
- The layout stage reports a final design area of 31700 um^2.
- The upper clock frequency limit is 141 MHz, for reference.
- The highest-count logic cell in the final layout is dfrtp_1, for reference.
- The post-synthesis sequential element count is 351, for reference.
- The clock passes through at most 3 buffers.
- The total number of vias is 26300, for reference.
- Per the cell usage report, the commonest logic cells after layout are dfrtp_1, nor2_1, nand2_1.
- Relative to the synthesized area, the layout overhead comes to 11.7%.
- The number of clock sinks seen by CTS is 351, for reference.
- The largest stage delay on the critical path is 0.67 ns, for reference.
- The async set or reset register ratio after synthesis is 100%, for reference.
- STA classifies the critical path startpoint as a flip-flop.
- The xor/xnor cell area share of the yosys netlist is 5.80%, for reference.
- The area fraction in full adders, half adders and majority gates is 5.13%, for reference.
- Endpoints failing hold in the final report were tallied at 0.
- Multiplexer cells account for 11.3% of the synthesized area.
- The clock transition time at the flip-flop clock pins of the worst setup and hold paths is 0.06 ns, for reference.
- After its last routability iteration, the placer logged a weighted congestion of 1.02.
- The maximum number of pins on one net before global-route repair is 92, for reference.
- On the critical path the data arrives at 7.60 ns.
- The instance area after placement is 30100 um^2, for reference.
- The synthesized area divided by synthesized cell count is 8.35 um^2, for reference.
- At the pin with the least slew margin, the transition time is 0.902 ns.
- The remaining routing DRC violations is 0, for reference.
- Summed over all layers, the routed wires come to 103 mm.
- For reference, the critical path cell chain is inv_1 > ha_4 > and3b_1 > buf_4 > nand2_1 > a211oi_1 > o31ai_1 > mux4_2 > nor2_1 > a21o_1 > nor2_1 > a21oi_1 > nor2_1 > ha_1 > a21oi_1 > o211ai_1 > a221o_1 > a221o_1 > a31oi_1 > nand2_1 > a21oi_1 > o31a_1 > mux2_2 > a2111o_1.
- Synthesis produced a netlist whose cell count is 3396.
- The area taken by flip-flops and latches is 8790 um^2, for reference.
- The first global-routing pass estimated 157 mm of wire.
- According to the timing report, the data required time at the worst endpoint equals 18.29 ns.
- The path class of the lowest-slack min-delay path is flip-flop to flip-flop, for reference.
- The final layout reports a setup TNS of 0 ns.
- The core region area is 70000 um^2, for reference.
- Summing the areas of all and, or, nand and nor instances in the mapped netlist gives 17.6% of the synthesized area.
- The run reported a max-capacitance violation count of 0.
- Setup repair after global routing left no endpoint under its margin.
- The synthesis report names the predominant flop master as dfrtp_1.
- During I/O placement, the number of pins put on the boundary was 106.
- The DRC marker count from the first detailed-route iteration is 2253, for reference.
- The global-route usage over all layers is 29.5%, for reference.
- The compound-gate portion of the synthesized area is 24.6%, for reference.
- The count of flip-flops with a built-in enable after synthesis is 0, for reference.
- The routed length per instance is 23.7 um, for reference.
- On the critical path, the stage with the largest delay is an instance of nand2_1.
- The final cycle utilization of the critical path is 39.9%, for reference.
- The area of combinational cells with multiple inputs is 18300 um^2, for reference.
- The CTS tree is built, for reference.
- The total number of yosys warnings is 3, for reference.
- The sum of overflow across all layers after global routing is 0, for reference.
- The share of post-route cells with drive strength above 1 is 10.1%, for reference.
- The number of buffers inserted during clock tree synthesis is 44, for reference.
- The number of hold buffers added after CTS was 0.
- The smallest clock period supported by the final layout is computed as 7.11 ns.
- Post-synthesis, Yosys gives the total cell area as 28300 um^2.
- The initial antenna violation count is 1, for reference.
- The latest clock arrival within the worst-skew pair is 0.61 ns, for reference.
- Per the repair_timing log after CTS, setup buffers inserted total 0.
- The worst setup path is of the flip-flop to flip-flop kind.
- After layout, the setup clock skew is reported as 0.0398 ns.
- The via count of the first global-routing pass was 25000.
- The number of cells in Yosys stat is 3396, for reference.
- The number of vias per cell after detailed routing is 6.07, for reference.
- The chip footprint is 71900 um^2, for reference.
- The number of instances resized during post-cts repair is 0, for reference.
- The share of synthesized area occupied by flip-flops and latches is 31.0%, for reference.
- After filler insertion, the fill cell instance count of the layout stands at 6715.
- For this run, the final setup violation count is recorded as 0.
- The first TritonRoute pass finished after 7 iterations.
- The report lists the number of standard-cell rows as 97.
- The maximum fanout along the worst path is 39, for reference.
- The share of the core filled by cells before placement is 40.5%, for reference.
- The remaining number of nets flagged by the antenna check after routing is 0, for reference.
- The number of buffers added on ports is 105, for reference.
- Clock tree synthesis selected as its root buffer the cell clkbuf_16.
- STA classifies the critical path endpoint as a flip-flop.
- Per the final report, max-transition violations number 0.
- According to the floorplan report, the die width is 268 um.
- Of the combinational cells, the family taking the most area is AND-OR/OR-AND gates.
- The synthesized netlist contains 87 unique library cells.
- The count of tool warnings is 35, for reference.
- Before any placement, the netlist area is recorded as 28300 um^2.
- The detailed-placement wirelength estimate is 76.8 mm, for reference.
- The die is 268 um tall.
- The worst slew slack as a fraction of its limit is 39.9%, for reference.
- The H-tree was split into 2 levels.
==> through the flow <==
stage               util (%)  instances  setup WS, ns  hold WS (ns)
floorplan                  -       3396          4.50         0.450
global placement        43.0       4251         10.82         0.466
detailed placement      43.0       4251         10.81         0.471
CTS                     45.2       4333         10.78         0.494
global route            45.2       4333         10.15         0.513
finish                  45.2       4333         10.69         0.492
==> logic make-up after synthesis <==
logic type               count (synthesis)
buffers and inverters                  334
adder cells (fa/ha/maj)                115
AND/OR/NAND/NOR                       1051
XOR/XNOR                               187
AND-OR/OR-AND                         1067
flip-flops                             351
multiplexers                           291
==> synth_stat cells, types with 54 or more instances <==
library cell	count	area, um^2
dfrtp_1	351	8780
nor2_1	310	1160
nand2_1	295	1110
a21oi_1	293	1470
o21ai_0	216	1080
clkbuf_1	200	751
mux2_2	152	1710
mux2i_1	131	1310
ha_1	113	1410
xnor2_1	102	893
nor3_1	92	460
a211oi_1	85	638
xor2_1	84	736
inv_1	83	312
a22o_1	65	569
nor2b_1	61	382
nand3_1	54	270
==> routing by layer <==
metal  vias up  share of wire (%)  wire, um  GRT usage (%)
li1      12500                  -         -              -
met1     12700                 42     42800           41.1
met2       959                 47     47700           46.5
met3       183                7.4      7600           5.79
met4         2                4.3      4460           10.4
met5         -              0.011        11              0
==> worst max-delay path, delay by kind of cell (launching register included) <==
kind,cells,cell delay (ns)
compound gates,12,3.01
simple gates,6,1.50
fa+ha+maj,2,0.86
mux,2,0.80
flops,1,0.42
buf+inv,2,0.36
==> area by class of cell <==
cell class                      count  share of cell area, %
Multi-Input combinational cell   2711                   57.9
Tap cell                          940                   3.71
Clock buffer                       58                   4.03
Sequential cell                   351                   27.7
Inverter                           88                   1.07
Timing Repair Buffer              161                   4.65
Clock inverter                     24                  0.897
==> state kept, by name, indices dropped and copies added, names as in the netlist <==
register,flops
divider_0.dividend_sign,1
radix_4_mul_0.pos_1_multiplicand,32
radix_4_mul_0.mul_type_r,2
radix_4_mul_0.op_vector,34
divider_0.divisor_sign,1
divider_0.cnt,5
radix_4_mul_0.mul_state,2
radix_4_mul_0.real_multiplier,33
divider_0.divisor_r,32
divider_0.div_result,64
radix_4_mul_0.cnt,6
divider_0.exception,1
divider_0.div_type_r,2
radix_4_mul_0.neg_1_multiplicand,35
divider_0.div_state,3
funct3_2_r,1
radix_4_mul_0.product,64
radix_4_mul_0.real_multiplicand,33
==> final timing paths <==
path	from	endpoint	slack (ns)	depth (start not counted)
setup / recovery	radix_4_mul_0.mul_state[1]	radix_4_mul_0.product[63]	10.69	24
hold / removal	radix_4_mul_0.real_multiplier[32]	radix_4_mul_0.real_multiplier[32]	0.49	2
setup reg to reg	radix_4_mul_0.mul_state[1]	radix_4_mul_0.product[63]	10.69	24
hold reg to reg	radix_4_mul_0.real_multiplier[32]	radix_4_mul_0.real_multiplier[32]	0.49	2
max in group asynchronous	rst	divider_0.div_result[56]	12.80	4
min in group asynchronous	rst	radix_4_mul_0.op_vector[19]	3.49	2
